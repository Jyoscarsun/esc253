[./run.sh]
#!/bin/bash
# OpenROAD 26Q1-2900-gdf79404cd8, Yosys 0.63+post, stock flow scripts
make -C /OpenROAD-flow-scripts/flow DESIGN_CONFIG=/design/flow/config.mk WORK_HOME=/design/flow/orfs finish
[./config.mk]
export PLATFORM = sky130hd
export DESIGN_NAME = part3
export DESIGN_NICKNAME = part3
export VERILOG_FILES = /design/flow/design.v
export SDC_FILE = /design/flow/constraint.sdc
export NUM_CORES = 4
export LEC_CHECK = 1
export CORE_AREA = 10 10 107 107
export DIE_AREA = 0 0 117 117
[./constraint.sdc]
current_design part3

set clk_period 3.5
set clk_io_pct 0.2

create_clock -name clk0 -period $clk_period [get_ports {Clock}]

set non_clock_inputs [all_inputs -no_clocks]
set_input_delay [expr $clk_period * $clk_io_pct] -clock clk0 $non_clock_inputs
set_output_delay [expr $clk_period * $clk_io_pct] -clock clk0 [all_outputs]
[./design.v]
module part3(input logic Clock, Reset_b, input logic [3:0] Data, 
	input logic [2:0] Function, output logic [7:0] ALU_reg_out);
	logic[7:0] ALUout;
	logic[3:0] A, B;
	assign A = Data;
	assign B = ALU_reg_out[3:0];
	always_comb
	begin
		case(Function)
			0: ALUout = A+B;
			1: ALUout = A*B;
			2: ALUout = B << A;
			3: ALUout = ALU_reg_out;
			default: ALUout = ALU_reg_out;
		endcase
	end
	always_ff@(posedge Clock)
	begin
		if(Reset_b == 1) ALU_reg_out <= 8'b00000000;
		else ALU_reg_out <= ALUout;
	end
endmodule
==> metrics.yaml <==
logic_synthesis:
  synth-compound-area-share_pct: 23.03
  ys_cells: 136
  ys_sh_simple_pct: 23.34
  yosys_warnings: 1
  synth-async-reset-ratio_pct: 0
  synthDistinctLibCells: 45
  logic_family: "adder cells"
  adder_share_pct: 25.93
  ys_sh_mux_pct: 4.149
  avgSynthCellArea_um2: 8.869
  ys_seq_elements: 8
  ys_seq_share_pct: 13.28
  netlist_instances: 136
  ys_sh_xor_pct: 2.075
  ys.flop_type: "dfxtp_1"
  ys_chip_area_um2: 1206
  edf_count: 0
  synth_area_um2: 1206
power:
  pwr-share-comb_pct: 40.8
  power_frac_seq_pct: 28.8
  total_leakage_power_nw: 0.6602
  ir_worst_vdd_mv: 0.1177
  power_density_nw_per_um2: 228.7
  p_sw_share_pct: 32.17
  p_clk_share_pct: 30.4
  p_switching_mw: 0.1183
  intPower_mw: 0.2494
timing:
  finalClockSkew_ns: 0.0009106
  finalWorstSetupSlack_ns: 0.1273
  rsz0062_at_grt: "no"
  finalCritPeriodShare_pct: 96.36
  slew_headroom_pct: 57.18
  setup-violations-final: 0
  whs_ns: 0.5068
  fmax_ghz: 0.2965
  slew_viol_final: 0
  hold_violations: 0
  worstMarginPinSlew_ns: 0.6403
  min_period_ns: 3.373
setup_path:
  end_kind: "flop"
  endpoint: "ALU_reg_out[6]"
  worst-endpoint-required_ns: 3.64
  path_depth: 12
  reg2reg_depth: 11
  path_cells: "clkdlybuf4s50_1 > nand2_1 > fa_1 > inv_1 > fa_1 > inv_1 > fa_2 > nor2b_2 > o21a_1 > nor3_1 > nand3b_1 > a311oi_2"
  cp_max_fo: 2
  critical-path-slowest-cell: "fa_1"
  max_stage_delay_ns: 0.53
  worst-path-buf-inv: 3
  r2r_slack_ns: 0.54
  cp_top_family: "adder cells"
  cp-start-kind: "input pin"
  worstSetupStartpoint: "Data[2]"
  worstReg2RegStart: "ALU_reg_out[1]"
  rr_endpoint: "ALU_reg_out[6]"
  path_class: "input pin to flop"
  critPathArrivalTime_ns: 3.51
min_path:
  whs_path_depth: 2
  min_from: "ALU_reg_out[7]"
  hold_path_class: "flop to flop"
cts:
  cts_sinks: 8
  cts_buffer_depth: 2
  cts_tree: "built"
  worst_skew_pair.late_latency_ns: 0.23
  cts_root_buf: "clkbuf_8"
  htreeDepth: 1
  numCtsBuffers: 3
  clk_pin_slew_ns: 0.04
drt:
  wire_per_inst_um: 12.48
  firstDrtPassIters: 4
  route.detailed.drc: 0
  drt-total-wl_mm: 3.382
  postRouteAntennaNets: 0
  drt-vias-per-instance: 4.011
  dr.first_iter.drc_count: 33
  n_antenna_cell: 0
  num_vias: 1087
global_routing:
  grt_start_max_net_pins: 13
  antenna_found_initial: 0
  grt_util_all_layers_pct: 4.970
  grt-ovfl-total: 0
  grt_pass1_wl_mm: 5.471
  grt_pass1_vias: 1062
final_layout:
  comb_area_um2: 970.9
  largest_reg_flops: 8
  final_cells: 271
  drive_gt1_share_pct: 19.38
  seqCellArea_um2: 160.2
  area_delta_synth_final_pct: 33.30
  filler_cell_count: 1004
  regMostFlops: "ALU_reg_out"
  reg.largest.list: "ALU_reg_out: 8 flops"
die:
  fp.dieW_um: 117
  fp.dieH_um: 117
  fp_util_pct: 13.12
  coreArea_um2: 9196
  io_pins: 17
  row_count: 35
  chipArea_um2: 13690
place:
  preCtsSetupSlack_ns: -0.3565
  detailed_place_hpwl_mm: 2.762
  place_inst: 268
  place.gp.congestion: 0.8647
  port_buffers: 16
job:
  drv_cap: 0
  tool_warnings: 26
status:
  outcome: "completed"
-- worst min-delay path, cell delays in order, from the launching register on --
cell and delay [ns]:
dfxtp_1 0.31, nor2_1 0.10, a311oi_1 0.05
-- area by class of cell --
cell class | count | area share, %
Inverter | 12 | 2.802
Clock buffer | 3 | 2.568
Tap cell | 111 | 8.638
Multi-Input combinational cell | 110 | 60.39
Sequential cell | 8 | 9.961
Timing Repair Buffer | 27 | 15.64
-- metal layers --
| metal | GRT usage (%) | part of all wire (%) | vias to the layer above |
|---|---|---|---|
| li1 | - | - | 543 |
| met1 | 7.796 | 54 | 514 |
| met2 | 7.012 | 41 | 26 |
| met3 | 0.8256 | 3.3 | 4 |
| met4 | 0.7414 | 1.7 | 0 |
| met5 | 0 | 0 | - |
-- placed cells by master, fill, tap and decap left out, types with 2 or more instances in the layout --
master and count:
and2_1 8, mux2i_1 2, inv_1 12, nor2b_1 4, o31ai_1 2, clkbuf_8 3, nand2b_1 2, nand2_1 3
dfxtp_1 8, a311oi_1 2, a21oi_1 7, o21a_1 2, buf_4 10, fa_1 4, mux2_4 2, nand3b_1 2
a211oi_1 5, o21ai_0 7, nor3_1 4, ha_1 16, dlymetal6s2s_1 2, nor2b_2 2, clkdlybuf4s50_1 14, nor2_1 10
-- worst min path at each step --
| stage | endpoint | slack (ns) |
|---|---|---|
| 4_1_cts | ALU_reg_out[7] | 0.52 |
| 5_1_grt | ALU_reg_out[7] | 0.56 |
| 6_report | ALU_reg_out[7] | 0.51 |
-- per-stage QoR --
| step | utilization, % | power, mW | instance area (um2) | setup TNS, ns |
|---|---|---|---|---|
| finish | 17.48 | 0.3677 | 1608 | 0 |
| CTS | 17.18 | 0.3666 | 1580 | 0 |
| detailed placement | 16.68 | 0.2522 | 1534 | -0.8674 |
| global placement | 16.68 | 0.2511 | 1534 | -0.7550 |
| floorplan | - | 0.1959 | 1206 | 0 |
| global route | 17.48 | 0.3980 | 1608 | 0 |
-- power groups by stage --
stage,clock network [mW],logic (mW),registers (mW)
4_1_cts,0.114,0.146,0.106
5_1_grt,0.124,0.167,0.107
6_report,0.112,0.150,0.106
-- repair_timing --
| action | CTS | global route |
|---|---|---|
| gates resized | 2 | 6 |
| pin swaps | 3 | 5 |
| buffers inserted | 0 | 0 |
| setup endpoints to repair | 1 | 3 |
| hold buffers | 0 | 0 |
-- cell families (layout without fill, tap and decap cells) --
logic type | count (synthesis) | after routing
muxes | 4 | 4
and+or+nand+nor | 44 | 44
adders and majority gates | 22 | 22
DFF | 8 | 8
buffers and inverters | 18 | 42
xor gates and xnor gates | 2 | 2
AOI/OAI and AO/OA | 38 | 38
-- cell usage after synthesis, types with 2 or more instances --
cell / count / area, um2
nand3b_1: 2 / 15.01
fa_1: 5 / 100.1
ha_1: 17 / 212.7
nand2b_1: 2 / 12.51
nor2b_1: 5 / 31.28
a21oi_1: 8 / 40.04
o21ai_0: 7 / 35.03
inv_1: 12 / 45.04
a311oi_1: 2 / 17.52
o31ai_1: 2 / 15.01
buf_6: 4 / 45.04
dfxtp_1: 8 / 160.2
nor3_1: 4 / 20.02
a211oi_1: 5 / 37.54
nand2_1: 4 / 15.01
nor2_1: 10 / 37.54
o21a_1: 2 / 15.01
mux2i_1: 2 / 20.02
mux2_4: 2 / 30.03
and2_1: 8 / 50.05
Power and IR drop assume default switching activity.
