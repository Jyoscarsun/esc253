## flow/run.sh

```bash
#!/bin/bash
# OpenROAD 26Q1-2900-gdf79404cd8, Yosys 0.63+post, stock flow scripts
make -C /OpenROAD-flow-scripts/flow DESIGN_CONFIG=/design/flow/config.mk WORK_HOME=/design/flow/orfs finish
```

## flow/config.mk

```make
export PLATFORM = sky130hd
export DESIGN_NAME = part1
export DESIGN_NICKNAME = part1
export VERILOG_FILES = /design/flow/design.v
export SDC_FILE = /design/flow/constraint.sdc
export NUM_CORES = 4
export LEC_CHECK = 1
export CORE_AREA = 10 10 70 70
export DIE_AREA = 0 0 80 80
```

## flow/constraint.sdc

```tcl
current_design part1

set clk_period 5.0
set clk_io_pct 0.2

create_clock -name clk0 -period $clk_period

set non_clock_inputs [all_inputs -no_clocks]
set_input_delay [expr $clk_period * $clk_io_pct] -clock clk0 $non_clock_inputs
set_output_delay [expr $clk_period * $clk_io_pct] -clock clk0 [all_outputs]
```

## flow/design.v

```verilog
module mux2to1(input logic MuxSelect, input logic [1:0] MuxIn, output logic Out);
		always_comb  
		begin
			case ( MuxSelect )  
				1'b0 : Out = MuxIn [0];  
				1'b1 : Out = MuxIn [1];  
				default : Out = 0;  
			endcase
		end
endmodule
module FA(input logic a, b, c_i, output logic c_0, s);
		logic w1;
		assign w1 = a ^ b;
		assign s = w1 ^ c_i;
		mux2to1 C1(
			.MuxSelect(w1),
			.MuxIn({c_i, b}),
			.Out(c_0)
		);
endmodule
module part1(input logic [3:0] a, b, input logic c_in, output logic [3:0] s, c_out);		
		FA FA0(
			.a(a[0]),
			.b(b[0]),
			.c_i(c_in),
			.c_0(c_out[0]),
			.s(s[0])
		);
		FA FA1(
			.a(a[1]),
			.b(b[1]),
			.c_i(c_out[0]),
			.c_0(c_out[1]),
			.s(s[1])
		);
		FA FA2(
			.a(a[2]),
			.b(b[2]),
			.c_i(c_out[1]),
			.c_0(c_out[2]),
			.s(s[2])
		);
		FA FA3(
			.a(a[3]),
			.b(b[3]),
			.c_i(c_out[2]),
			.c_0(c_out[3]),
			.s(s[3])
		);
endmodule
```

==> impl_metrics.csv <==
group,metric,value,unit
clocking,hold_buffers,0,
worst_setup_path,worstPathCellList,"clkdlybuf4s50_1 -> maj3_2 -> maj3_2 -> o221a_4 -> maj3_2 -> clkdlybuf4s50_1",
die,io_pins,17,
synth,synthTopCellsByArea,"xnor2_1 (35%), buf_4 (30%), maj3_2 (17%)",
placement,place_inst,77,
die,floorplan.core_util,0.0586,
placement,place_ws,0.825,ns
sta,setup_viol_count_final,0,
pwr,pwr-share-clk,0,
global_route,grt_pass1_wl,800,um
pwr,switchingPower,0.0110,mW
pwr,p_int,0.0305,mW
placement,io_buffers,17,
sta,maxSlewViolCount,0,
cells_and_area,nClkBuffers,0,
cells_and_area,stdcell_count,77,
synth,yosysWarnings,1,
detailed_routing,drc,0,
synth,ys_cells,22,
pwr,vdd_drop_max,25.0,uV
cells_and_area,final_cell_area,368,um^2
detailed_routing,drt_wl_total,549,um
run_status,run_status,"finished clean",
worst_setup_path,crit_path_top_delay_cell,"clkdlybuf4s50_1",
global_route,grt_util_all_layers,0.0152,
worst_setup_path,cpMostUsedCell,"maj3_2",
die,die_h,80,um
pwr,power,0.0415,mW
synth,top_area_frac,0.350,
run,warnings,32,
pwr,p_sw_frac,0.265,
global_route,overflow,0,
detailed_routing,num_vias,174,
detailed_routing,drt-initial-drc-count,1,
sta,worst_pin_slew,0.170,ns
run,drv_cap,0,
worst_setup_path,worst-path-max-fanout,4,
die,chip_area,0.00640,mm^2
detailed_routing,via_per_inst,2.26,
sta,hold_ws,2.99,ns
pwr,power_density,113,mW/mm^2
cells_and_area,area.sequential,0,um^2
synth,yosys.area.top_type,"xnor2_1",
hold_path,min_from,"b[0]",
detailed_routing,drt-pass1-iter-count,4,
sta,period_minus_slack,4.15,ns
placement,gp_congestion,0.792,
sta,worst_slack,0.845,ns
clocking,postCtsSetupBuffers,0,
cells_and_area,syn_to_final_growth,83.8,%
cells_and_area,final_core_util,0.108,
worst_setup_path,cp-start-kind,"input port",
pwr,combPwrFrac,1.000,
detailed_routing,antenna_cells,0,
die,placement_rows,21,
worst_setup_path,crit_type,"in2out",
die,coreArea,0.00342,mm^2
global_route,grt_pass1_vias,168,
global_route,grt_max_degree,5,
pwr,p_leak,0.106,nW
worst_setup_path,max_stage_delay,0.44,ns
hold_path,hold_class,"in2out",
worst_setup_path,critPathCaptureType,"output pin",
cells_and_area,logic_area,140,um^2
synth,ys_seq_share,0,
synth,ys_types,6,
sta,rsz0062_at_grt,"false",
hold_path,hold_depth,3,
cells_and_area,ff_count,0,
die,die_w,80,um
sta,slew-limit-headroom,0.886,
sta,fin_setup_tns,0,ns
synth,yosysChipArea,200,um^2
sta,hold_viol_final,0,
synth,synth_area,200,um^2
pwr,seqPwrFrac,0,
global_route,antenna_found_initial,0,
synth,syn_avg_cell_area,9.10,um^2
detailed_routing,ant_nets,0,
worst_setup_path,cp-startpoint,"b[0]",
cells_and_area,layout-drive-gt1-share,0.129,
placement,place_area,368,um^2
synth,netlist_instances,22,
worst_setup_path,crit_arrival,3.15,ns
cells_and_area,fill_cells,407,
detailed_routing,detail_route.wl_per_cell,7.13,um
worst_setup_path,worstPathRequired,4.00,ns
sta,finalClockPeriodUsage,0.831,
clocking,cts_resized,0,
sta,fmax,241,MHz
[worst paths after layout]
kind / slack, ns / to
worst max-delay path: 0.85 / c_out[3]
worst min-delay path: 2.99 / s[0]
[area by class of cell]
| cell class | instances | area share |
|---|---|---|
| repair buffers | 17 | 0.463 |
| multi-input cells | 14 | 0.381 |
| well taps | 46 | 0.156 |
[critical path, delay by kind of cell]
family | cells | cell delay (ns)
adder cells (fa/ha/maj) | 3 | 1.03
buffers and inverters | 2 | 0.84
AND-OR/OR-AND | 1 | 0.28
[metal layers]
layer	vias up	track usage	wire length, um	share of wire
li1	85	-	-	-
met3	0	0.00568	77	0.14
met4	0	0	0	0
met5	-	0	0	0
met1	72	0.0224	308	0.56
met2	17	0.0217	162	0.30
[logic make-up after synthesis]
family	count (synthesis)	synth area share
buffers and inverters	8	0.300
xor gates and xnor gates	8	0.350
adders and majority gates	3	0.169
AOI/OAI and AO/OA	3	0.181
[cell usage in the layout, fill, tap and decap left out]
cell type	count
a211o_1	1
o221a_4	1
clkdlybuf4s50_1	17
maj3_2	3
o21a_1	1
xnor2_1	8
[power by group through the flow]
stage / logic (mW) / clock network (mW) / registers, mW
finish: 0.0415 / 0 / 0
global route: 0.0456 / 0 / 0
CTS: 0.0427 / 0 / 0
[cells in the mapped netlist]
cell     n
xnor2_1  8
o21a_1   1
buf_4    8
a211o_1  1
maj3_2   3
o221a_4  1
Power is estimated from default activity; no workload was simulated.
