## flow/run.sh

```bash
#!/bin/bash
# OpenROAD 26Q1-2900-gdf79404cd8, Yosys 0.63+post, stock flow scripts
make -C /OpenROAD-flow-scripts/flow DESIGN_CONFIG=/design/flow/config.mk WORK_HOME=/design/flow/orfs finish
```

## flow/config.mk

```make
export PLATFORM = sky130hd
export DESIGN_NAME = part2
export DESIGN_NICKNAME = part2
export VERILOG_FILES = /design/flow/design.v
export SDC_FILE = /design/flow/constraint.sdc
export NUM_CORES = 4
export LEC_CHECK = 1
export CORE_AREA = 10 10 92 92
export DIE_AREA = 0 0 102 102
```

## flow/constraint.sdc

```tcl
current_design part2

set clk_period 4.6
set clk_io_pct 0.2

create_clock -name clk0 -period $clk_period [get_ports {ClockIn}]

set non_clock_inputs [all_inputs -no_clocks]
set_input_delay [expr $clk_period * $clk_io_pct] -clock clk0 $non_clock_inputs
set_output_delay [expr $clk_period * $clk_io_pct] -clock clk0 [all_outputs]
```

## flow/design.v

```verilog
module RateDivider
#(parameter CLOCK_FREQUENCY = 500) (
    input logic ClockIn,
    input logic Reset,
    input logic [1:0] Speed,
    output logic Enable);
    logic [11:0] RateDividerCount;
    logic [11:0] counter; 
    always_comb begin
        case(Speed)
        2'b00: RateDividerCount = 0;
        2'b01: RateDividerCount = CLOCK_FREQUENCY - 1;
        2'b10: RateDividerCount = (CLOCK_FREQUENCY * 2) - 1;
        2'b11: RateDividerCount = (CLOCK_FREQUENCY * 4) - 1;
        default: RateDividerCount = CLOCK_FREQUENCY;
        endcase
    end
    always_ff @(posedge ClockIn)
    begin
        if(Reset) counter <= RateDividerCount;
        else
            if(counter == 0) counter <= RateDividerCount;
            else counter <= counter - 1;
    end
    assign Enable = (counter == 'b0)?'1:'0;
endmodule
module DisplayCounter (
    input logic Clock,
    input logic Reset,
    input logic EnableDC,
    output logic [3:0] CounterValue
);
    always_ff @(posedge Clock)
    begin
        if(Reset) CounterValue <= 4'b0000;
        else
            if(EnableDC) CounterValue <= CounterValue + 1;
    end
endmodule
module part2
#(parameter CLOCK_FREQUENCY = 500)(
    input logic ClockIn,
    input logic Reset,
    input logic [1:0] Speed,
    output logic [3:0] CounterValue
);
    logic w;
    RateDivider u0(
        .ClockIn(ClockIn),
        .Reset(Reset),
        .Speed(Speed),
        .Enable(w)
    );
    DisplayCounter u1(
        .Clock(ClockIn),
        .Reset(Reset),
        .EnableDC(w),
        .CounterValue(CounterValue)
    );
endmodule
```

==> flow_summary.toml <==
# flow metrics
[run]
warnings = 28
cap_violations = 0

[finish]
drive_gt1_share_pct = 8.16
final_cell_area_sq_um = 1020
final_util_pct = 15.7
area_growth_pct = 27.0
final_cells = 175

[timing]
maxSlewHeadroom_pct = 57.5
tns_ns = 0
setup_ws_ns = 2.41
rsz0062_at_grt = "no"
min_period_over_period_pct = 47.7
slew_violations = 0
worstMarginPinSlew_ns = 0.633
hold_viol_final = 0
max_clock_freq_ghz = 0.456
post-route-min-period_ns = 2.19
finalSetupViolCount = 0
worst_hold_slack_ns = 0.477
finalClockSkew_ns = 0.00262

[pwr]
ir_drop_uv = 118
p_leak_nw = 0.377
report.power.total_uw = 318
powerDensity_nw_per_um2 = 313

[clock_tree]
clkLatencyLatePin_ns = 0.24
clock-sinks = 16
numCtsBuffers = 3
cts_resized = 0
clock_path_buffers = 2
ctsHtreeMaxLevel = 1
clk_pin_slew_ns = 0.06
cts_setup_buffers = 0
hold_buffers = 0
cts_tree = "built"
clock-root-buffer = "clkbuf_8"

[routing]
wl_microns = 1490
antenna_cells = 0
antenna_left = 0
viasPerCell = 3.52
firstDrtPassIters = 4
drc = 0
vias = 616
drtIter0Drc = 27
wire_per_inst_microns = 8.54

[place]
routabilityCongestion = 0.795
place_ws_ns = 2.16
portBuffers = 7
post_dp_cell_area_sq_um = 962
post-place-cells = 171
dp_hpwl_microns = 1100

[floorplan]
core_sq_um = 6460
die_height_microns = 102
ios = 8
dieArea_sq_um = 10400
std_cell_rows = 29
core_util_floorplan_pct = 12.4
fp.dieW_microns = 102

[outcome]
status = "finished, final reports clean"

[critical_path]
critPathLaunchType = "input port"
worstSetupEndpointType = "register"
arrival_ns = 2.31
worst-path-max-fanout = 13
cp.required_ns = 4.72
worstSetupPathType = "in -> reg"

[synthesis]
async_reset_ff_share_pct = 0
yosys_warnings = 2
synthTopCellsByArea = "dfxtp_1 40%, ha_1 9.4%, a21oi_1 5.6%, xor2_1 5.5%, nor2_1 4.2%"
yosysCellCount = 88
synth.most_common_cell = "dfxtp_1"
synthFlopType = "dfxtp_1"
synth_cell_types = 27
ys_seq_share_pct = 40.0
yosysChipArea_sq_um = 801
yosys-top-cells-count = "16 x dfxtp_1, 9 x a21oi_1, 9 x nor2_1, 6 x ha_1, 6 x inv_1"
syn_area_per_cell_sq_um = 9.10
ys_seq_elements = 16
top_area_cell = "dfxtp_1"
syn_area_sq_um = 801
syn_inst = 88
yosysTopAreaCellShare_pct = 40.0
edf_count = 0

[global_routing]
antenna_found_initial = 0
gr-total-overflow = 0
grt_max_degree = 14
grt_pass1_vias = 576
grt_usage_pct = 3.11
grt_pass1_wl_microns = 2640

[hold_path]
hp-class = "reg -> reg"
-- power by group --
part	internal [mW]	leakage, nW	switching [mW]
logic	0.0166	0.216	0.0187
registers	0.150	0.133	0.0104
clock network	0.0758	0.0288	0.0469
-- registers in the layout, summed over array words and instances, names as in the netlist --
register / count
u1.CounterValue: 4
u0.counter: 12
-- critical path, cell delays in order --
cell and delay (ns):
clkdlybuf4s50_1 0.66, a41oi_1 0.08, buf_4 0.22, nor2b_1 0.34, a21oi_1 0.08
-- cell usage in the layout, fill, tap and decap left out, types with 3 or more instances in the layout --
cell,n
dfxtp_1,16
nor2_1,9
a21oi_1,9
clkdlybuf4s50_1,7
inv_1,6
ha_1,6
xor2_1,5
nand2_1,4
o21ai_0,4
clkbuf_8,4
nor3_1,3
nand3_1,3
a31oi_1,3
-- layer usage --
metal | track usage, % | share of wire [%]
met1 | 4.30 | 53
met2 | 4.30 | 36
met3 | 1.77 | 11
met4 | 0.217 | 0.54
met5 | 0 | 0
-- path summary, 6_finish.rpt --
path | startpoint | end | slack [ns] | cells past startpoint
setup / recovery | Reset | u0.counter[1] | 2.41 | 5
hold / removal | u0.counter[0] | u0.counter[0] | 0.48 | 1
setup reg to reg | u0.counter[0] | u0.counter[1] | 2.61 | 7
hold reg to reg | u0.counter[0] | u0.counter[0] | 0.48 | 1
-- kinds of logic after synthesis --
family	count (synthesis)	synth area share, %
buffers and inverters	8	4.37
AND-OR/OR-AND	19	13.8
adder cells (fa/ha/maj)	6	9.37
multiplexers	1	1.25
flip-flops	16	40.0
AND/OR/NAND/NOR	31	23.6
XOR/XNOR	7	7.66
-- layout make-up --
class                   count  area, sq um
fillers                   728         5440
multi-input cells          64          445
flip-flops and latches     16          320
well taps                  77         96.3
repair buffers              8         77.6
clock buffers               4         55.1
inverters                   6         22.5
Power is estimated from default activity; no workload was simulated.
